## config.mk

```make
export PLATFORM = sky130hd
export DESIGN_NAME = WB
export DESIGN_NICKNAME = WB
export VERILOG_FILES = /design/flow/design.v
export SDC_FILE = /design/flow/constraint.sdc
export NUM_CORES = 4
export LEC_CHECK = 1
export CORE_AREA = 10 10 70 70
export DIE_AREA = 0 0 80 80
```

## design.v

```verilog
module WB(
    input   wire        rst,
    input   wire[4:0]   MemWriteNum,
    input   wire        MemWriteReg,
    input   wire[31:0]  MemWriteData,
    output  reg [4:0]   WriteBackNum,
    output  reg         WriteBackReg,
    output  reg [31:0]  WriteBackData
);
always @ (*) begin
    if (rst)
        WriteBackNum <= 5'b0;
    else
        WriteBackNum <= MemWriteNum;
end
always @ (*) begin
    if (rst)
        WriteBackReg <= 1'b0;
    else
        WriteBackReg <= MemWriteReg;
end
always @ (*) begin
    if (rst)
        WriteBackData <= 32'b0;
    else
        WriteBackData <= MemWriteData;
end
endmodule
```

## run.sh

```bash
#!/bin/bash
# OpenROAD 26Q1-2900-gdf79404cd8, Yosys 0.63+post, stock flow scripts
make -C /OpenROAD-flow-scripts/flow DESIGN_CONFIG=/design/flow/config.mk WORK_HOME=/design/flow/orfs finish
```

## constraint.sdc

```tcl
current_design WB

set clk_period 1.0
set clk_io_pct 0.2

create_clock -name clk0 -period $clk_period

set non_clock_inputs [all_inputs -no_clocks]
set_input_delay [expr $clk_period * $clk_io_pct] -clock clk0 $non_clock_inputs
set_output_delay [expr $clk_period * $clk_io_pct] -clock clk0 [all_outputs]
```

==> impl_metrics.tcl <==
# flow metrics
set metrics [dict create \
    status "complete, no violations" \
    cp.arrival_ps 790 \
    maxCapViolCount 0 \
    required_ps 800 \
    grt_pass1_vias 713 \
    endpoint_kind "output pin" \
    power_frac_seq 0 \
    antenna_found_initial 0 \
    switchingPower_uw 110.5 \
    yosys_warnings 1 \
    die_w_um 80 \
    place.gp.congestion 0.7470 \
    hold_path_class "input port to output pin" \
    worst_slew_pin_slew_ps 96.19 \
    syn2layout_area_growth_pct 170.1 \
    placementRows 21 \
    postSynthSeqShare 0 \
    ys_cells 42 \
    drt_iter0_drc 0 \
    cts_hold_buf 0 \
    grt_first_pass_wirelength_um 3312 \
    p_per_area_nw_per_um2 331.1 \
    antenna_left 0 \
    vias_per_cell 3.703 \
    num_vias 648 \
    relSlewSlack 0.9359 \
    crit_fanout 5 \
    nFillCells 362 \
    final_area_um2 1220 \
    finalWirelength_um 2249 \
    p_leak_uw 0.0007085 \
    yosys_area_um2 451.7 \
    hold_viol 0 \
    finalSetupViolCount 0 \
    gr-total-overflow 0 \
    dpl_cell_area_um2 1254 \
    num-clock-buffers 0 \
    internal_power_uw 293.4 \
    drc_errors 0 \
    wl_per_cell_um 12.85 \
    power_frac_comb 1.000 \
    die_h_um 80 \
    syn_avg_cell_area_um2 10.75 \
    drive_above_1_share 0.5814 \
    initCoreUtil 0.1322 \
    switching_share 0.2736 \
    fmax_mhz 1014 \
    grt_max_degree 11 \
    whs_ps 754.3 \
    ir_drop_v 0.0001436 \
    dieArea_um2 6400 \
    grt_usage 0.06257 \
    rsz0062_at_grt "true" \
    dp_hpwl_um 1933 \
    startpoint_type "input port" \
    crit_type "input port to output pin" \
    tool_warnings 33 \
    clkPwrFrac 0 \
    io_pins 77 \
    core_area_um2 3416 \
    io_buffers 77 \
    dr.pass1.iters 1 \
    post-route-period-util 0.9863 \
    fin_cells 175 \
    ys_types 6 \
    post-route-min-period_ps 986.3 \
    antennaDiodeCount 0 \
    maxSlewViolCount 0 \
    flops 0 \
    synthCells 42 \
    synth_area_um2 451.7 \
    dp.cells 164 \
    seqCellArea_um2 0 \
]
-- cell type report --
cell class | count | area, um^2 | area share
Multi-Input combinational cell | 38 | 407.9 | 0.3344
Tap cell | 46 | 57.56 | 0.04718
Timing Repair Buffer | 91 | 754.5 | 0.6185
-- kinds of logic (layout without fill, tap and decap cells) --
logic type,Yosys count,in the layout,synth area share
simple gates,38,38,0.8753
buf+inv,4,91,0.1246
-- power by group through the flow --
| stage | Combinational, uW | Sequential, uW | Clock (uW) |
|---|---|---|---|
| 4_1_cts | 397 | 0 | 0 |
| 6_report | 404 | 0 | 0 |
| 5_1_grt | 442 | 0 | 0 |
-- synth_stat cells --
master	instances	area share
nor2b_4	20	0.61
buf_12	2	0.089
nor2b_1	12	0.17
buf_6	1	0.025
buf_2	1	0.011
and2b_1	6	0.10
-- cell usage in the layout, fill, tap and decap left out --
master         count
and2b_1            6
buf_12             4
buf_16             1
buf_2             38
buf_4              2
buf_6              4
buf_8              2
clkbuf_16          1
dlygate4sd2_1     39
nor2b_1            9
nor2b_2            2
nor2b_4           21
-- layer usage --
metal	routed length, um	part of all wire	global-route usage
met1	954	0.42	0.07515
met2	677	0.30	0.08186
met3	616	0.27	0.06250
met4	0	0	0
met5	0	0	0
-- worst max-delay path, cell delays in order --
cell     delay (ps)
buf_12          120
buf_12          140
buf_12          140
nor2b_4          90
buf_2           100
-- metrics by stage --
step	util	setup TNS (ps)	worst slack (ps)	power, uW
floorplan	-	0	248.1	142.5
global placement	0.3670	-16990	-485.4	450.7
detailed placement	0.3670	-17060	-487.5	452.8
CTS	0.3469	0	10.12	397.1
global route	0.3571	-52.07	-24.01	441.6
finish	0.3571	0	13.73	403.9
-- final timing paths --
| kind | from | end | cells after the start |
|---|---|---|---|
| max | rst | WriteBackData[20] | 5 |
| min | rst | WriteBackData[28] | 4 |
-- repair_timing --
action | 4_1_cts | 5_1_grt
buffers inserted | 9 | 0
resized | 163 | 4
endpoints found under the setup margin | 38 | 12
cloned | 1 | 2
hold endpoints to repair | 0 | 0
Power and IR drop assume default switching activity.
